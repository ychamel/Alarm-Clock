--- design.v ---
`timescale 1ns / 1ps
module AlarmDivider(clk,AlarmTrigger,clk_12Mhz,clk_48Khz,clk_1536Khz,clk_10Khz );
input clk,AlarmTrigger;
output reg clk_12Mhz,clk_48Khz,clk_1536Khz,clk_10Khz;
reg tclk_10Khz;
reg [31:0]cnt1,cnt2,cnt3,cnt4;
always@(posedge clk)
begin
if(AlarmTrigger)
	clk_10Khz<=tclk_10Khz;
	if(cnt1==1) begin  
        clk_12Mhz<=~clk_12Mhz;
        cnt1<=0;
   end else
    cnt1<=cnt1+1;
			  if(cnt2==519)
		 begin
			  clk_48Khz<=~clk_48Khz;
			  cnt2<=0;
		 end
		else    
		 cnt2<=cnt2+1;
	     if(cnt3==15)
    begin
        clk_1536Khz<=~clk_1536Khz;
        cnt3<=0;
    end
   else    
    cnt3<=cnt3+1;
	if(cnt4==1250)
		 begin
			  tclk_10Khz<=~tclk_10Khz;
			  cnt4<=0;
		 end
		else    
		 cnt4<=cnt4+1;
end
endmodule
--- constraint.sdc ---
current_design AlarmDivider

set clk_period 5.7
set clk_io_pct 0.2

create_clock -name clk0 -period $clk_period [get_ports {clk}]

set non_clock_inputs [all_inputs -no_clocks]
set_input_delay [expr $clk_period * $clk_io_pct] -clock clk0 $non_clock_inputs
set_output_delay [expr $clk_period * $clk_io_pct] -clock clk0 [all_outputs]
--- run.sh ---
#!/bin/bash
# OpenROAD 26Q1-2900-gdf79404cd8, Yosys 0.63+post, stock flow scripts
make -C /OpenROAD-flow-scripts/flow DESIGN_CONFIG=/design/flow/config.mk WORK_HOME=/design/flow/orfs finish
--- config.mk ---
export PLATFORM = sky130hd
export DESIGN_NAME = AlarmDivider
export DESIGN_NICKNAME = AlarmDivider
export VERILOG_FILES = /design/flow/design.v
export SDC_FILE = /design/flow/constraint.sdc
export NUM_CORES = 4
export LEC_CHECK = 1
export CORE_UTILIZATION = 50
==> impl_metrics.ini <==
; generated from flow reports
[cts]
cts_sinks = 133
tritoncts = done
cts_setup_buffers = 0
cts_resized = 0
clk_pin_slew_ns = 0.06
cts_hold_buf = 0
clk_latency_ns = 0.51
cts_buffer_depth = 2
cts-root-buf = clkbuf_8
cts_buffers = 17
cts-htree-levels = 4

[global_routing]
grt_overflow_total = 0
grt_pass1_wl_mm = 17.3
antenna_found_initial = 0
grt_use_met3 = 0.0374
busiest_layer = met1
grt_pass1_vias = 3663
grt_util_met1 = 0.312
groute.usage.overall = 0.187
grt_max_degree = 17
use_met2 = 0.270

[detailed_routing]
drt_iter0_drc = 193
antenna_cells = 0
wl_per_cell_um = 13.5
drc = 0
vias = 3970
drt_pass1_iterations = 4
postRouteAntennaNets = 0
viasPerCell = 5.45
drt_wl_total_mm = 9.82

[sta]
max_freq_mhz = 410
finClkSkew_ns = 0.00830
fin_crit_ns = 2.44
rsz0062_at_grt = no
maxSlewViolCount = 0
fin_hold_ws_ns = 0.449
fin_tns_setup_ns = 0
finalSetupViolCount = 0
finalHoldViolations = 0
finalCritPeriodShare = 0.428
maxSlewHeadroom = 0.483
worst_pin_slew_ns = 0.770

[placement]
dp_hpwl_mm = 6.53
gp_congestion = 0.836
io_buffers = 5

[synth]
synth_cells = 565
yosys_area_sq_um = 5620
postSynthAreaPerCell_sq_um = 9.95
synth_warnings = 1
ys_cells = 565
synth-main-ff-cell = dfxtp_1
ys_async_sr_fraction = 0
edf_count = 5
ys_types = 34
ys_seq_share = 0.482
ys_ff = 133
synth.cell_area_sq_um = 5620

[setup_path]
max_stage_delay_ns = 0.45
path_cells = clkdlybuf4s50_1
crit_arrival_ns = 1.30
rr_startpoint = cnt4[0]$_SDFF_PN0_
path_buffers = 1
r2r_end = cnt4[28]$_SDFF_PN0_
critical_path_peak_fanout = 2
endpoint = clk_12Mhz
reg2reg_depth = 5
reg2reg_slack_ns = 3.85
crit_family = buffers and inverters
cp.depth = 1
startpoint = clk_12Mhz$_DFFE_PN_
worst_path_max_delay_cell = clkdlybuf4s50_1
worstPathRequired_ns = 4.56
cp-start-kind = flip-flop
worstSetupPathType = flip-flop to output pin
endpoint_kind = output pin

[flow_run]
warnings = 28
maxCapViolCount = 0

[status]
status = finished, final reports clean

[floorplan]
die_h_um = 108
std_cell_rows = 38
fp_util = 0.517
die_x_um = 108
die_area_sq_um = 11700
pin_count = 6
core_area_sq_um = 10900

[hold_path]
hold_class = flip-flop to flip-flop
hold_start = tclk_10Khz$_DFFE_PN_

[layout]
drive_gt1_frac = 0.0696
regArea_sq_um = 2710
nFillCells = 911
syn2layout_area_growth_pct = 12.7
comb_area_sq_um = 2810

[power_and_ir_drop]
power.leakage_nw = 2.22
total_power_mw = 1.93
ir_drop_v = 0.000349
p_per_area_nw_per_um2 = 305
[cells in the mapped netlist (7+ instances only)]
cell type / count / area [sq um]
and3_1: 27 / 169
and4_1: 19 / 166
clkbuf_1: 8 / 30.0
dfxtp_1: 128 / 2560
ha_1: 7 / 87.6
inv_1: 10 / 37.5
nand2_1: 34 / 128
nand3_1: 50 / 250
nand4_1: 46 / 288
nor2_1: 32 / 120
nor3_1: 9 / 45.0
nor4_1: 33 / 206
xnor2_1: 89 / 780
xor2_1: 31 / 272
[power breakdown]
| group | internal, mW | switching (mW) | total [mW] |
|---|---|---|---|
| Clock | 0.609 | 0.384 | 0.994 |
| Combinational | 0.00116 | 0.000149 | 0.00131 |
| Sequential | 0.935 | 0.0000675 | 0.935 |
| Total | 1.55 | 0.385 | 1.93 |
[worst min path at each step]
stage | end | slack, ns | depth (start not counted)
after global routing | cnt3[31]$_SDFF_PN0_ | 0.47 | 1
after CTS | clk_10Khz$_DFFE_PP_ | 0.45 | 0
final | clk_10Khz$_DFFE_PP_ | 0.45 | 0
[registers in the layout, summed over array words and instances, names as in the netlist]
name         cells
cnt1            32
cnt2            32
cnt3            32
cnt4            32
clk_10Khz        1
clk_12Mhz        1
clk_1536Khz      1
clk_48Khz        1
tclk_10Khz       1
[metal layers]
layer  routed length, um  part of all wire
met5                   0                 0
met4                  91            0.0093
met3                 330             0.034
met2                4220              0.43
met1                5180              0.53
[area by class of cell]
class                      instances  share of cell area
timing repair buffer               6             0.00908
sequential                       133               0.428
clock inverter                     9              0.0124
tap                              140              0.0276
multi-input combinational        408               0.443
clock buffer                      23              0.0736
inverter                          10             0.00592
[cell families (layout without fill, tap and decap cells)]
| family | after synthesis | in the layout | synth area share |
|---|---|---|---|
| AND/OR/NAND/NOR | 281 | 281 | 0.297 |
| XOR/XNOR | 120 | 120 | 0.187 |
| flip-flops | 133 | 133 | 0.482 |
| buffers and inverters | 24 | 48 | 0.0178 |
| adder cells (fa/ha/maj) | 7 | 7 | 0.0156 |
[layout by cell type (no fill, tap or decap), types with 3 or more instances in the layout]
cell | netlist | routed
and3_1 | 27 | 27
xor2_1 | 31 | 31
dfxtp_1 | 128 | 128
edfxtp_1 | 5 | 5
nor2_1 | 32 | 32
xnor2_1 | 89 | 89
nand3_1 | 50 | 50
nand2_1 | 34 | 34
nor4b_1 | 4 | 4
clkbuf_1 | 8 | 3
clkdlybuf4s50_1 | 0 | 5
nor4_1 | 33 | 33
and4_1 | 19 | 19
nor3_1 | 9 | 9
and2_1 | 5 | 5
clkinv_2 | 0 | 5
clkbuf_8 | 0 | 4
nand4_1 | 46 | 46
clkbuf_16 | 0 | 16
nor4_2 | 4 | 4
nand4b_1 | 3 | 3
inv_1 | 10 | 10
ha_1 | 7 | 7
[metrics by stage]
step                       util  instances  setup WS (ns)  instance area (sq um)
after CTS                 0.582        729           3.23                   6340
after detailed placement  0.532        697           3.77                   5790
final                     0.582        729           3.26                   6340
after global routing      0.582        729           3.19                   6340
after global placement    0.532        697           3.78                   5790
after floorplan               -        565           4.10                   5620
