`design/flow/config.mk`:
```
export PLATFORM = sky130hd
export DESIGN_NAME = ClockDiviper
export DESIGN_NICKNAME = ClockDiviper
export VERILOG_FILES = /design/flow/design.v
export SDC_FILE = /design/flow/constraint.sdc
export NUM_CORES = 4
export LEC_CHECK = 1
export CORE_AREA = 10 10 100 100
export DIE_AREA = 0 0 110 110
```
`design/flow/constraint.sdc`:
```
current_design ClockDiviper

set clk_period 4.5
set clk_io_pct 0.2

create_clock -name clk0 -period $clk_period [get_ports {clk}]

set non_clock_inputs [all_inputs -no_clocks]
set_input_delay [expr $clk_period * $clk_io_pct] -clock clk0 $non_clock_inputs
set_output_delay [expr $clk_period * $clk_io_pct] -clock clk0 [all_outputs]
```
`design/flow/design.v`:
```
`timescale 1ns / 1ps
module ClockDiviper(clk,clk_1hz);
input clk;
output reg clk_1hz;
reg [32:0]cnt;
always@(posedge clk)
begin
    if(cnt==24999999)
    begin
        clk_1hz<=~clk_1hz;
        cnt<=0;
    end
   else    
    cnt<=cnt+1;
end
endmodule
```
`design/flow/run.sh`:
```
#!/bin/bash
# OpenROAD 26Q1-2900-gdf79404cd8, Yosys 0.63+post, stock flow scripts
make -C /OpenROAD-flow-scripts/flow DESIGN_CONFIG=/design/flow/config.mk WORK_HOME=/design/flow/orfs finish
```
==> flow_metrics.py <==
# Physical implementation metrics
metrics = {
    "status": {
        "outcome": "completed",
    },
    "job": {
        "maxCapViolations": 0,
        "warning_count": 25,
    },
    "layout": {
        "finalNonFillerCells": 274,
        "areaGrowthSynthToFinish_pct": 13.5,
        "finalInstanceArea_um2": 1750,
        "nFillCells": 840,
        "layout-drive-gt1-share_pct": 8.72,
    },
    "route": {
        "vias_per_cell": 4.36,
        "dr.first_iter.drc_count": 76,
        "drc": 0,
        "dr.pass1.iters": 4,
        "drtAntennaViolNets": 0,
        "routed-via-count": 1196,
        "wl_per_cell_um": 10.7,
        "antenna_cells": 0,
        "drt-total-wl_um": 2940,
    },
    "clock_network": {
        "cts_max_level": 2,
        "cts_buffers": 5,
        "cts-hold-fix-buffers": 0,
        "postCtsSetupBuffers": 0,
        "clock_latency_ps": 280,
        "clockRootBuffer": "clkbuf_8",
        "path_clk_slew_ps": 70,
        "cts_tree": "done",
        "clock_path_buffers": 2,
        "cts.sinks": 34,
        "post_cts_resized": 0,
    },
    "critical_path": {
        "worstSetupPathType": "flip-flop to flip-flop",
        "rr_worst_depth": 4,
        "critPathMaxStageDelay_ps": 610,
        "crit_required_ps": 4420,
        "reg2reg_from": "cnt[0]$_SDFF_PN0_",
        "crit_chain": "ha_1 -> and3_1 -> nand3_1 -> nor3_2",
        "slowest_stage": "nor3_2",
        "worstPathArrival_ps": 1980,
        "cp-startpoint": "cnt[0]$_SDFF_PN0_",
        "cp-end-kind": "flip-flop",
        "critPathCapture": "clk_1hz$_DFFE_PN_",
        "start_kind": "flip-flop",
        "r2r_slack_ps": 2440,
        "crit_fanout": 10,
        "regToRegEndpoint": "clk_1hz$_DFFE_PN_",
    },
    "final_timing": {
        "fin_ws_ps": 2440,
        "fmax_mhz": 485,
        "finalCritPeriodShare_pct": 45.8,
        "setup_tns_ps": 0,
        "slew_headroom_pct": 55.8,
        "min_period_ps": 2060,
        "tightest_slew_ps": 659,
        "hold_viol_final": 0,
        "skew_ps": 5.47,
        "slew_viol_final": 0,
        "rsz0062_at_grt": "no",
        "setup_viol": 0,
    },
    "min_path": {
        "hold_path_depth": 1,
        "holdCritPathClass": "flip-flop to flip-flop",
    },
    "die": {
        "fp_util_pct": 19.7,
        "ios": 2,
        "placeableCoreArea_um2": 7810,
        "row_count": 32,
        "dieArea_um2": 12100,
        "die_y_um": 110,
        "die_w_um": 110,
    },
    "global_route": {
        "grt_pass1_vias": 1088,
        "grt_max_degree": 11,
        "antenna_found_initial": 0,
        "grt-ovfl-total": 0,
        "track_usage_pct": 5.09,
        "grt_pass1_wl_um": 5150,
    },
    "yosys": {
        "topCellsByArea": "dfxtp_1, xnor2_1, nand3_1",
        "avgSynthCellArea_um2": 9.28,
        "ys_area_um2": 1540,
        "common_cells": "dfxtp_1, nand2_1, nand3_1, nor2_1, xnor2_1",
        "synthCells": 166,
        "top_cell_area_share_pct": 42.9,
        "ys_dominant_reg_cell": "dfxtp_1",
        "edf_count": 1,
        "yosys.cell_count.top_type": "dfxtp_1",
        "ys_seq_elements": 34,
        "synth_area_um2": 1540,
        "ys_cells": 166,
        "ys_seq_share_pct": 44.8,
        "synth_async_sr_flop_share_pct": 0,
        "ys_warn_count": 1,
        "top_area_cell": "dfxtp_1",
        "synth_cell_types": 36,
    },
    "placed_design": {
        "placed_cells": 267,
        "dp_slack_ps": 2420,
        "placed_area_um2": 1660,
        "gp_congestion": 0.880,
        "port-buffer-count": 1,
        "hpwl_um": 2130,
    },
    "power": {
        "p_total_mw": 0.523,
        "ir_worst_vdd_v": 0.000116,
        "power_density_nw_per_um2": 299,
        "p_leak_nw": 0.595,
    },
}
[worst min path at each step]
stage,start,end
CTS,cnt[0]$_SDFF_PN0_,cnt[0]$_SDFF_PN0_
global route,cnt[29]$_SDFF_PN0_,cnt[29]$_SDFF_PN0_
finish,cnt[0]$_SDFF_PN0_,cnt[0]$_SDFF_PN0_
[area by class of cell]
class                      count  area, µm²  share of cell area, %
multi-input combinational    128        826                   47.2
sequential                    34        691                   39.5
tap                          102        128                   7.30
clock buffer                   7       86.3                   4.94
timing repair buffer           1       10.0                  0.573
inverter                       2       7.51                  0.429
[cells in the final DEF, fill, tap and decap left out, types with 6 or more instances in the layout]
cell type	count
nand3_1	16
xnor2_1	16
nor2_1	16
nor4_1	8
and3_1	7
dfxtp_1	33
nand2_1	18
xor2_1	8
nand4_1	7
clkbuf_8	6
[registers in the layout (all words and copies together) (netlist names)]
signal / flops
cnt: 33
clk_1hz: 1
[kinds of logic after synthesis]
| family | count (synthesis) | synth area share [%] |
|---|---|---|
| simple gates | 91 | 34.3 |
| xor+xnor | 24 | 13.6 |
| flops | 34 | 44.8 |
| fa+ha+maj | 1 | 0.812 |
| buf+inv | 4 | 1.54 |
| compound gates | 12 | 4.87 |
[report_power, final]
group	leakage, nW	switching, mW	total, mW	internal [mW]
Combinational	0.273	0	0.000000273	0
Clock	0.0443	0.0999	0.221	0.121
Sequential	0.277	0	0.302	0.302
[critical path: cells and delay by family, from the launching register on]
family / cells / cell delay, ps
and+or+nand+nor: 3 / 1060
DFF: 1 / 400
adders and majority gates: 1 / 240
[layer usage]
| layer | wire length, µm | share of wire [%] | vias up | track usage (%) |
|---|---|---|---|---|
| li1 | - | - | 617 | - |
| met1 | 1430 | 48 | 542 | 7.33 |
| met2 | 1240 | 42 | 30 | 7.37 |
| met3 | 195 | 6.6 | 7 | 1.35 |
| met4 | 77 | 2.6 | 0 | 1.49 |
| met5 | 0 | 0 | - | 0 |
[through the flow]
step	hold slack (ps)	utilization (%)
floorplan	435	-
global placement	463	21.3
detailed placement	466	21.3
CTS	481	22.4
global route	507	22.4
finish	481	22.4
Power figures rest on the tool's default switching activity, not on a simulated workload.
