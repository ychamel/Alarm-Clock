`flow/design.v`:
```
`timescale 1ns / 1ps
module PmodI2S(
	 input [15:0] pData,
	 input clk_mclk,
	 input clk_sclk,
	 input clk_lrclk,
	 input rst,
	 input i2s_en,
	 output i2s_mclk,
	 output i2s_sclk,
	 output i2s_lrclk,
	 output i2s_sdin
    );
	 wire ncs;
	 wire load;
	 reg[15:0] temp; 
	 assign i2s_mclk = clk_mclk;
	 assign i2s_sclk = clk_sclk;
	 assign i2s_lrclk = clk_lrclk;
	 PmodI2S_FSM f1(~clk_lrclk, i2s_en, clk_sclk, rst, ncs, load);
	 assign i2s_sdin = temp[15];
	 always@(negedge clk_sclk) begin
		if(~ncs) temp[15:0] <= {temp[14:0], 1'bx};
		else if(load) temp <= pData;
	 end
endmodule
`timescale 1ns / 1ps
module PmodI2S_FSM(
	 input start,
	 input i2s_en,
	 input clk_sclk,
	 input rst,
	 output cntr_ncs,
	 output cntr_load
    );
	 reg[1:0] state, nextstate;
	 reg[3:0] cnt;
	 parameter[1:0] IDLE = 2'b00, SHIFT = 2'b01, DONE = 2'b10, X = 2'b11;
	 assign cntr_ncs = state != SHIFT;
	 assign cntr_load = state == IDLE;
	 always@(negedge clk_sclk) begin
		if(state == IDLE) cnt <= 4'b1111;
		else cnt <= cnt - 1'b1;
	 end
	 always@(*) begin
		case(state)
			IDLE: nextstate = (start&&i2s_en?SHIFT:state);
			SHIFT: nextstate = (!cnt?DONE:state);
			DONE: nextstate = (start?state:IDLE);
			default: nextstate = X;
		endcase
	 end
	 always@(negedge clk_sclk or posedge rst) begin
		if(rst) state <= IDLE;
		else state <= nextstate;
	 end
endmodule
`timescale 1ns / 1ps
module alarmdivOmar(rst, clk,AlarmTrigger,i2s_mclk,i2s_sclk,i2s_lrclk,SDIN);
input clk,AlarmTrigger;
input rst;
output i2s_mclk,i2s_sclk,i2s_lrclk;
output SDIN;
wire clk_mclk, clk_sclk, clk_lrclk;
reg [15:0]cnt;
assign clk_mclk = cnt[1];
assign clk_sclk = cnt[4];
assign clk_lrclk = cnt[9];
always@(posedge clk) begin
	if(rst) begin
		cnt <= 0;
	end
	else begin
		cnt <= cnt + 1;
	end
end
reg HiLow;
always @(posedge clk_lrclk)begin
	if(rst) HiLow<= 0;
	else HiLow <= ~HiLow;
end
PmodI2S i2s( HiLow ? 16'b1 : 16'b0, clk_mclk, clk_sclk, clk_lrclk, rst, AlamTriger, i2s_mclk, i2s_sclk, i2s_lrclk, SDIN);
endmodule
```
`flow/run.sh`:
```
#!/bin/bash
# OpenROAD 26Q1-2900-gdf79404cd8, Yosys 0.63+post, stock flow scripts
make -C /OpenROAD-flow-scripts/flow DESIGN_CONFIG=/design/flow/config.mk WORK_HOME=/design/flow/orfs finish
```
`flow/constraint.sdc`:
```
current_design alarmdivOmar

set clk_period 2.3
set clk_io_pct 0.2

create_clock -name clk0 -period $clk_period [get_ports {clk}]

set non_clock_inputs [all_inputs -no_clocks]
set_input_delay [expr $clk_period * $clk_io_pct] -clock clk0 $non_clock_inputs
set_output_delay [expr $clk_period * $clk_io_pct] -clock clk0 [all_outputs]
```
`flow/config.mk`:
```
export PLATFORM = sky130hd
export DESIGN_NAME = alarmdivOmar
export DESIGN_NICKNAME = alarmdivOmar
export VERILOG_FILES = /design/flow/design.v
export SDC_FILE = /design/flow/constraint.sdc
export NUM_CORES = 4
export LEC_CHECK = 1
export CORE_AREA = 10 10 108 108
export DIE_AREA = 0 0 118 118
```
==> CHANGELOG.md <==
### Changed

* Final GP Congestion at around 0.77
* Hold Startpoint: cnt[0]
* Placed cells at about 240
* DRC at 0
* Worst slew pin tran at 0.7654 ns
* Clock slew at reported path FFs at roughly 0.050 ns
* Pins Over Slew Limit at 0
* Vias in the first global route at 673
* HP Class: reg2reg
* Rel. slew slack at around half
* CP Capture Type: primary output
* IO buf count at 5
* Final Cycle Share at between 70% and 80%
* Cells after Synth at around 110
* Drt total wl at 1757 um
* R2r endpoint: cnt[8]
* RSZ-0062 raised after global routing: no
* Reg-to-Reg Start: cnt[1]
* Top FF cell, synth: edfxtp_1
* Peak supply drop at 0.0002947 V
* Total GRT Usage at 2.358%
* Top cell excl fill/tap: edfxtp_1
* Inserted Clock Buffers at 3
* Ant diodes at 0
* Worst Hold Depth at 1
* Hold WS at 0.4486 ns
* Via density at about 3.0
* Area growth, synth to finish at 20.20%
* Synth unique cells at 26
* TritonCTS clock tree: yes
* Wire per inst at between 7 and 8 um
* Worst skew pair latency at ~0.23 ns
* CP peak stage delay at 0.52 ns
* R2R Setup Slk at roughly 0.94 ns
* Critical path depth at 1
* Minimum clock period after layout at approximately 1.6 ns
* Synthesized registers at 34
* Most numerous logic cells after layout: edfxtp_1 (16), dfxtp_1 (15), and2_1 (15)
* Hold Buf Count CTS at 0
* Overall power at roughly 420 uW
* Number of synthesized flops with an enable pin at 16
* Final setup violation count at 0
* Gate Area at 395.4 um^2
* Synth area leader: edfxtp_1
* Largest net degree at the start of global routing at 23
* Register Area at 857.1 um^2
* Antenna violations before repair at 0
* Area leader share at 37.46%
* Sum of negative setup slack at 0 ns
* Pre-CTS WS at approximately 0.84 ns
* Family with the most delay on the worst path: buffers and inverters
* Crit path kind: reg2out
* Endpoints left unconstrained at between 40 and 50
* Die area at 0.01392 mm^2
* Chip Area, Yosys at between 0.001 and 0.0015 mm^2
* Iteration-0 DRC Markers at 25
* CP cell instances: clkdlybuf4s50_1
* Seq/Total Area, Yosys at between 60 and 70%
* Total setup buffers inserted after CTS at 0
* # Max-Cap Violations at 0
* Vias at around 710
* Asr flop ratio synth at under 10%
* Fillers at about 1,000
* Row count at 35
* Share of cells above drive strength 1 at under 10%
* Post_cts resized at 0
* Final Skew at about 0.0045 ns
* Crit-path slowest cell: clkdlybuf4s50_1
* First-pass GRT wire length at 2939 um
* Outcome: completed
* Final WS setup at 0.6512 ns
* Drt first pass iters at 4
* Final Hold Fails at 0
* GRT overflow at 0
* CTS Buffer Depth at 2
* Lkg Pwr at approximately 0.00055 uW
* H-tree Lvls at 1
* Register pins left without a clock at 24
* Worst EP required at roughly 1.8 ns
* CP Launch Type: register
* ANT nets after route at 0
* Hold Path Sink: cnt[0]
* Die X at 118 um
* Root buffer cell: clkbuf_8
* Worst Path Arrival at around 1.2 ns
* Core ar. at between 0.009 and 0.01 mm^2
* Mapped Area at around 0.0013 mm^2
* Finished Layout Cells at about 240
* I/O pin count at 7
* Chip height at between 100 and 150 um
* Top cells by area: edfxtp_1 (37%), dfxtp_1 (23%), and2_1 (7.3%)
* YS warnings at 5
* Max FO, Critical Path at 7
* Avg Inst Size Synth at between 10 and 15 um^2
* Fp util at between 10 and 15%
* Ys cells at 105
* FF-to-FF path depth at 4
* Buf+Inv Stages, Crit Path at 1
* Log Warnings at 26
* P per Cell Area at around 270 mW/mm^2
* DPL Wire Length at roughly 1200 um
* Peak Freq at 606.5 MHz
==> synth_stat cells (all sizes together) (3+ instances only) <==
library cell and number:
edfxtp 16, and2 15, dfxtp 15, inv 6, nor2 6, a21oi 5, nand2b 5, o21ai 4
xnor2 4, nand2 3, nand3 3, nor2b 3, or3 3
==> metal layers <==
layer,GRT usage [%],vias up,share of wire [%]
li1,-,371,-
met1,3.516,336,55
met2,3.462,5,41
met3,0.4861,2,2.7
met4,0.4637,0,0.57
met5,0,-,0
==> logic make-up after synthesis <==
family                   synth area share, %
AND/OR/NAND/NOR                        20.19
buffers and inverters                  2.342
adder cells (fa/ha/maj)                1.951
XOR/XNOR                               3.414
flip-flops                             66.83
AND-OR/OR-AND                          5.268
==> worst max-delay path by stage <==
stage / start / endpoint / slack, ns
4_1_cts: cnt[4] / i2s_sclk / 0.62
5_1_grt: cnt[4] / i2s_sclk / 0.59
6_report: cnt[4] / i2s_sclk / 0.65
==> per-stage QoR <==
stage	utilization, %	cell area, um^2
floorplan	-	1282
global placement	16.01	1486
detailed placement	16.01	1486
CTS	16.60	1541
global route	16.60	1541
finish	16.60	1541
==> registers in the layout, summed over array words and instances (netlist names) <==
signal / count
HiLow: 1
cnt: 10
i2s.f1.cnt: 4
i2s.f1.state: 3
i2s.temp: 16
==> report_power, final <==
part | switching [uW] | internal (uW)
clock network | 66.0 | 150
registers | 5.10 | 179
logic | 7.78 | 9.03
total | 78.8 | 338
==> layout make-up <==
class                      instances  area share, %
inverter                           6          1.461
clock buffer                       4          3.571
sequential                        34          55.60
multi-input combinational         63          25.65
tap                              129          10.47
timing repair buffer               5          3.247
Power is estimated from default activity; no workload was simulated.
